==> /design/flow/run.sh <==
#!/bin/bash
# OpenROAD 26Q1-2900-gdf79404cd8, Yosys 0.63+post, stock flow scripts
make -C /OpenROAD-flow-scripts/flow DESIGN_CONFIG=/design/flow/config.mk WORK_HOME=/design/flow/orfs finish
==> /design/flow/config.mk <==
export PLATFORM = sky130hd
export DESIGN_NAME = lab3_top
export DESIGN_NICKNAME = lab3_top
export VERILOG_FILES = /design/flow/design.v
export SDC_FILE = /design/flow/constraint.sdc
export NUM_CORES = 4
export LEC_CHECK = 1
export CORE_AREA = 10 10 74 74
export DIE_AREA = 0 0 84 84
==> /design/flow/constraint.sdc <==
current_design lab3_top

set clk_period 3.2
set clk_io_pct 0.2

create_clock -name clk0 -period $clk_period [get_ports {KEY}]

set non_clock_inputs [all_inputs -no_clocks]
set_input_delay [expr $clk_period * $clk_io_pct] -clock clk0 $non_clock_inputs
set_output_delay [expr $clk_period * $clk_io_pct] -clock clk0 [all_outputs]
==> /design/flow/design.v <==
module lab3_top(SW,KEY,HEX0,HEX1,HEX2,HEX3,HEX4,HEX5,LEDR);
  input [9:0] SW;
  input [3:0] KEY;
  output [6:0] HEX0, HEX1, HEX2, HEX3, HEX4, HEX5;
  output [9:0] LEDR;    
  wire clk = ~KEY[0];   
  wire rst_n = KEY[3];  
  reg [3:0] currentState;
  reg [3:0] nextState;
  reg [6:0] HEX0, HEX1, HEX2, HEX3, HEX4, HEX5;
  always_comb begin 
     if (currentState != 4'b1100 & currentState != 4'b1011) begin
      case (SW[3:0])
        4'd0: begin
          {HEX5, HEX4, HEX3, HEX2, HEX1} = {5{7'b1111111}};
          HEX0 = 7'b0000001;
        end
        4'd1: begin
          {HEX5, HEX4, HEX3, HEX2, HEX1} = {5{7'b1111111}};
          HEX0 = 7'b1001111;
        end
        4'd2: begin
          {HEX5, HEX4, HEX3, HEX2, HEX1} = {5{7'b1111111}};
          HEX0 = 7'b0010010;
        end
        4'd3: begin
          {HEX5, HEX4, HEX3, HEX2, HEX1} = {5{7'b1111111}};
          HEX0 = 7'b0000110;
        end
        4'd4: begin
          {HEX5, HEX4, HEX3, HEX2, HEX1} = {5{7'b1111111}};
          HEX0 = 7'b1001100;
        end
        4'd5: begin
          {HEX5, HEX4, HEX3, HEX2, HEX1} = {5{7'b1111111}};
          HEX0 = 7'b0100100;
        end
        4'd6: begin
          {HEX5, HEX4, HEX3, HEX2, HEX1} = {5{7'b1111111}};
              HEX0 = 7'b0100000;
        end
        4'd7: begin
          {HEX5, HEX4, HEX3, HEX2, HEX1} = {5{7'b1111111}};
              HEX0 = 7'b0001111;
        end
        4'd8: begin
          {HEX5, HEX4, HEX3, HEX2, HEX1} = {5{7'b1111111}};
          HEX0 = 7'b0000000;
        end
        4'd9: begin
          {HEX5, HEX4, HEX3, HEX2, HEX1} = {5{7'b1111111}};
          HEX0 = 7'b0001100;
        end
        default: begin
          HEX5 = 7'b1111111;
          HEX4 = 7'b0110000;
          HEX3 = 7'b1111010;
          HEX2 = 7'b1100010;
          HEX1 = 7'b1111010;
          HEX0 = 7'b1111010;
        end
      endcase
    end else begin
      case (currentState) 
        4'b1100: begin
          {HEX5, HEX4} = {2{7'b1111111}};
          HEX3 = 7'b1100010;
          HEX2 = 7'b0011000;
          HEX1 = 7'b0110000;
          HEX0 = 7'b1101010;
        end
        4'b1011: begin
          HEX5 = 7'b0110001;
          HEX4 = 7'b1110001;
          HEX3 = 7'b1100010;
          HEX2 = 7'b0100100;
          HEX1 = 7'b0110000;
          HEX0 = 7'b1000010;
        end
        default: {HEX5, HEX4, HEX3, HEX2, HEX1, HEX0} = {6{7'b1111111}};
      endcase
    end
    if (~rst_n) begin
      nextState = 4'b0000;
    end else begin
      case (currentState)
        4'b0000:  if (SW[3:0] == 4'd2)
                nextState = 4'b0010;
              else 
                nextState = 4'b0001;
        4'b0010:  if (SW[3:0] == 4'd1)
                nextState = 4'b0100;
              else 
                nextState = 4'b0011;
        4'b0100: if (SW[3:0] == 4'd1)
                nextState = 4'b0110;
              else 
                nextState = 4'b0101;
        4'b0110: if (SW[3:0] == 4'd5)
                nextState = 4'b1000;
              else 
                nextState = 4'b0111;
        4'b1000: if (SW[3:0] == 4'd2)
                nextState = 4'b1010;
              else 
                nextState = 4'b1001;
        4'b1010: if (SW[3:0] == 4'd5)
                nextState = 4'b1100;
              else 
                nextState = 4'b1011;
        4'b1100: nextState = 4'b1100;
        4'b0001: nextState = 4'b0011;
        4'b0011: nextState = 4'b0101;
        4'b0101: nextState = 4'b0111;
        4'b0111: nextState = 4'b1001;
        4'b1001: nextState = 4'b1011;
        4'b1011: nextState = 4'b1011;
        default: nextState = 4'bXXXX;
      endcase
    end
  end
  always_ff @(posedge clk) begin
    currentState = nextState;
  end
endmodule
==> results.py <==
# Auto-generated metrics
metrics = {
    "run_status": {
        "run_status": "complete, but fails checks",
        "failed_checks": "setup timing",
    },
    "final_timing": {
        "worst_slack_ns": -0.785,
        "timing.clock.skew_ns": 0.00719,
        "finalHoldWorstSlack_ns": 0.123,
        "report.final.hold_viol_count": 0,
        "slew_viol_final": 0,
        "grt_setup_unrepaired": "true",
        "setup_viol_count_final": 32,
    },
    "yosys": {
        "synth_cell_type_count": 26,
        "number_of_warnings_issued_by_yosys": 11,
        "share_of_async_settable_or_async_resettable_flops_after_synthesis_pct": 0,
        "synth.largest_area_cell": "sky130_fd_sc_hd__buf_4",
        "synthFlopType": "sky130_fd_sc_hd__dfxtp_1",
        "yosys_register_bits": 13,
        "edf_count": 0,
        "post_synth_main_area_contributors": "sky130_fd_sc_hd__buf_4, sky130_fd_sc_hd__dfxtp_1, sky130_fd_sc_hd__nor2_1, sky130_fd_sc_hd__ha_1, sky130_fd_sc_hd__a21oi_1",
        "number_of_cells_produced_by_synthesis": 137,
        "yosys.area.top_type_share_pct": 27.0,
        "synth_chip_area_sq_um": 1030,
        "avgSynthCellArea_sq_um": 7.51,
        "yosysCellCount": 137,
        "synth_seq_share_pct": 25.3,
        "post_synth_instance_area_sq_um": 1030,
    },
    "worst_setup_path": {
        "crit_slowest_cell": "sky130_fd_sc_hd__dfxtp_2",
        "cp-start-kind": "flip-flop",
        "critical-path-max-stage-delay_ns": 0.33,
        "timing.critical_path.fanout_max": 3,
        "worstPathBufferInverterCount": 4,
        "crit_arrival_ns": 3.35,
        "end_kind": "output pin",
        "crit_chain": "nor4_4 > nand4_1 > buf_4 > nor2_4 > buf_6 > buf_6 > o21ai_2 > buf_2",
        "critPathMostFrequentCell": "sky130_fd_sc_hd__buf_6",
        "crit_type": "reg -> out",
        "crit_family": "simple AND/OR/NAND/NOR gates",
        "timing.critical_path.required_ns": 2.56,
    },
    "drt": {
        "drc_errors": 0,
        "drt_wl_total_microns": 3200,
        "number_of_antenna_cells_inserted": 0,
        "route.antenna.remaining_nets": 0,
        "wire_length_per_cell_after_detailed_routing_microns": 11.7,
        "vias_per_cell": 4.08,
        "drtIter0Drc": 38,
        "drt-pass1-iter-count": 4,
        "via_count": 1118,
    },
    "layout": {
        "finish.instance_area_sq_um": 1820,
        "areaGrowthSynthToFinish_pct": 76.8,
        "largest_reg_flops": 13,
        "final_layout_size_suffix_gt1_share_pct": 50.4,
        "stdcell_count": 274,
        "final_util_pct": 45.8,
    },
    "grt": {
        "first_pass_grt_wire_length_microns": 5090,
        "number_of_global_route_vias_before_repair": 1267,
        "antenna_found_initial": 0,
        "grt_start_max_net_pins": 12,
        "grt_use_total_pct": 8.35,
        "global_route.overflow_total": 0,
    },
    "placed_design": {
        "placed_cell_area_sq_um": 1440,
        "place.gp.congestion": 0.815,
        "dp_hpwl_microns": 2210,
        "port-buffer-count": 36,
        "cells_after_dpl": 226,
    },
    "power": {
        "peakVddDrop_mv": 0.376,
        "cellPowerDensity_nw_per_um2": 1040,
        "leakagePower_uw": 0.000968,
    },
    "die": {
        "fp_core_util_pct": 25.9,
        "placeableCoreArea_sq_um": 3970,
        "floorplan.die.height_microns": 84,
        "die_outline_area_sq_um": 7060,
        "io_pins": 66,
        "floorplan.rows": 23,
        "die_width_microns": 84,
    },
    "clock_network": {
        "cts_tree": "yes",
        "ctsHoldBuffers": 0,
        "clk_pin_slew_worst_paths_ns": 0.04,
        "worstSkewPairLatency_ns": 0.29,
    },
    "min_path": {
        "worstHoldPathType": "clk -> reg",
    },
    "job": {
        "stage_log_warnings": 129,
        "max_cap_viol_count": 0,
    },
}
==> routing by layer <==
layer  wire (microns)  track usage, %  up-vias
li1                 -               -      572
met1             1330            8.44      497
met2             1540            11.8       44
met3              290            6.50        5
met4               36            5.02        0
met5                0               0        -
==> kinds of logic after synthesis <==
| logic type | Yosys count | synth area share (%) |
|---|---|---|
| fa+ha+maj | 5 | 6.08 |
| compound gates | 28 | 15.2 |
| flops | 13 | 25.3 |
| buf+inv | 44 | 29.8 |
| other cells | 2 | 0.730 |
| simple gates | 45 | 22.9 |
==> final cells by class <==
| cell class | instances | area (sq um) |
|---|---|---|
| Fill cell | 372 | 2150 |
| Multi-Input combinational cell | 98 | 661 |
| Timing Repair Buffer | 75 | 544 |
| Sequential cell | 13 | 264 |
| Clock buffer | 13 | 179 |
| Clock inverter | 23 | 100 |
| Tap cell | 50 | 62.6 |
| Inverter | 2 | 7.51 |
==> path summary, 6_finish.rpt <==
| check | slack [ns] | cells past startpoint | end | from |
|---|---|---|---|---|
| setup / recovery | -0.79 | 8 | HEX0[3] | currentState[7] |
| hold / removal | 0.12 | 3 | currentState[5] | KEY[3] |
| setup reg to reg | 2.34 | 3 | currentState[11] | currentState[11] |
| hold reg to reg | 0.49 | 2 | currentState[8] | currentState[12] |
==> worst min-delay path: cells and delay by family <==
kind | cells | cell delay, ns
buffers and inverters | 2 | 0.23
AND/OR/NAND/NOR | 1 | 0.13
==> placed cells by master, fill, tap and decap left out, types with 2 or more instances in the layout <==
master	Yosys	layout
sky130_fd_sc_hd__buf_4	37	28
sky130_fd_sc_hd__inv_1	4	23
sky130_fd_sc_hd__conb_1	2	20
sky130_fd_sc_hd__buf_2	2	19
sky130_fd_sc_hd__nor2_1	19	17
sky130_fd_sc_hd__clkbuf_8	0	13
sky130_fd_sc_hd__buf_6	0	13
sky130_fd_sc_hd__clkbuf_2	0	11
sky130_fd_sc_hd__a21oi_1	12	10
sky130_fd_sc_hd__dfxtp_1	13	10
sky130_fd_sc_hd__nor2b_1	5	5
sky130_fd_sc_hd__nand2_1	7	5
sky130_fd_sc_hd__o21ai_2	0	4
sky130_fd_sc_hd__and3_1	4	4
sky130_fd_sc_hd__ha_1	5	4
sky130_fd_sc_hd__nand2b_4	1	3
sky130_fd_sc_hd__o21ai_1	0	3
sky130_fd_sc_hd__a21oi_2	1	3
sky130_fd_sc_hd__dfxtp_2	0	3
sky130_fd_sc_hd__o22ai_2	0	2
sky130_fd_sc_hd__dlygate4sd2_1	0	2
sky130_fd_sc_hd__clkdlybuf4s50_1	0	2
==> metrics by stage <==
| step | worst slack [ns] | total power (uW) | setup TNS (ns) |
|---|---|---|---|
| finish | -0.785 | 1880 | -21.40 |
| global route | -0.887 | 2100 | -24.67 |
| CTS | -0.851 | 1830 | -23.37 |
| detailed placement | -0.716 | 1090 | -24.36 |
| global placement | -0.706 | 1090 | -24.16 |
| floorplan | -0.282 | 662 | -4.31 |
==> cell usage after synthesis, types with 2 or more instances <==
master / instances
sky130_fd_sc_hd__nor2_1: 19
sky130_fd_sc_hd__a211oi_1: 2
sky130_fd_sc_hd__o21ai_0: 9
sky130_fd_sc_hd__nand2b_1: 2
sky130_fd_sc_hd__inv_1: 4
sky130_fd_sc_hd__buf_4: 37
sky130_fd_sc_hd__and3_1: 4
sky130_fd_sc_hd__conb_1: 2
sky130_fd_sc_hd__nand2_1: 7
sky130_fd_sc_hd__a21oi_1: 12
sky130_fd_sc_hd__o22ai_1: 3
sky130_fd_sc_hd__nor2b_1: 5
sky130_fd_sc_hd__dfxtp_1: 13
sky130_fd_sc_hd__buf_2: 2
sky130_fd_sc_hd__ha_1: 5
==> power breakdown <==
group	switching, uW	total [uW]	internal (uW)
combinational	385	1030	649
sequential	24.2	223	199
clock	188	625	437
total	597	1880	1280
==> repair_timing <==
item                                    in CTS  in global routing
setup buffers                               11                  4
pin swaps                                   13                  9
cloned                                       0                  0
gates resized                              102                 38
endpoints found under the setup margin      48                 38
endpoints found under the hold margin        0                  0
Power is estimated from default activity; no workload was simulated.
