$ cat design/flow/config.mk
export PLATFORM = sky130hd
export DESIGN_NAME = top_module
export DESIGN_NICKNAME = top_module
export VERILOG_FILES = /design/flow/design.v
export SDC_FILE = /design/flow/constraint.sdc
export NUM_CORES = 4
export LEC_CHECK = 1
export CORE_AREA = 10 10 70 70
export DIE_AREA = 0 0 80 80
$ cat design/flow/constraint.sdc
current_design top_module

set clk_period 1.6
set clk_io_pct 0.2

create_clock -name clk0 -period $clk_period [get_ports {clk}]

set non_clock_inputs [all_inputs -no_clocks]
set_input_delay [expr $clk_period * $clk_io_pct] -clock clk0 $non_clock_inputs
set_output_delay [expr $clk_period * $clk_io_pct] -clock clk0 [all_outputs]
$ cat design/flow/design.v
module top_module(clk,reset,in,out);
    input clk, reset;
    input [1:0] in;
    output reg [1:0] out;
    reg [2:0] currentState;
    reg [2:0] nextState;
    always_comb begin 
        case (currentState)
            3'b000: out = 2'b00;
            3'b001: out = 2'b01;
            3'b010: out = 2'b11;
            3'b011: out = 2'b10;
            3'b100: out = 2'b01;
            default: out = 2'bXX;
        endcase
        if (reset) begin
            nextState = 3'b010;
        end else begin
            case (currentState)
            3'b000: if (in == 2'b10) begin
                    nextState = 3'b001;
                end else begin
                    nextState = 3'b000;
                end
            3'b001: if (in == 2'b00) begin
                    nextState = 3'b010;
                end else if (in == 2'b01) begin
                    nextState = 3'b000;
                end else begin
                    nextState = 3'b001;
                end
            3'b010: if (in == 2'b01) begin
                    nextState = 3'b100;
                end else if (in == 2'b11) begin
                    nextState = 3'b001;
                end else begin
                    nextState = 3'b010;
                end
            3'b011: if (in == 2'b10) begin
                    nextState = 3'b100;
                end else if (in == 2'b01) begin
                    nextState = 3'b010;
                end else begin
                    nextState = 3'b011;
                end
            3'b100: nextState = 3'b011;
            default: nextState = 3'bXXX;
            endcase
        end
    end
    always_ff @(posedge clk) begin
        currentState = nextState;
    end
endmodule
$ cat design/flow/run.sh
#!/bin/bash
# OpenROAD 26Q1-2900-gdf79404cd8, Yosys 0.63+post, stock flow scripts
make -C /OpenROAD-flow-scripts/flow DESIGN_CONFIG=/design/flow/config.mk WORK_HOME=/design/flow/orfs finish
==> qor.txt <==
status: finished, final reports clean
Post-DP Area: 322 um^2
worst-margin pin slew: 243 ps
skew final: 1.22 ps
CTS tree: built
CTS buffer count: 3
WL/cell: 6.14 um
yosys-reported design area after synthesis: 214 um^2
Final period util: 93.1%
design area: 348 um^2
first-pass GRT wire length: 821 um
max-slew violations: 0
Fin Hold WS: 477 ps
clock slew at reported path FFs: 40 ps
RSZ-0062 raised after global routing: no
Tot Pwr: 0.315 mW
worst-path fanout max: 5
Max Cap Violations: 0
Mapped Area: 214 um^2
Synth Instances: 24
final std cells w/o fill: 79
Finish-stage setup viols: 0
Hold Path End: currentState[1]
max frequency: 0.671 GHz
CTS Hold Buffers Added: 0
I/O pin total: 6
Fill cells: 393
Synth Register Bits: 5
vias in the first global route: 188
row cnt: 21
Final Core Density: 10.2%
final critical-path required period: 1490 ps
die span in y: 80 um
Power Density: 906 nW/um^2
hold_sp: currentState[1]
R2R Setup Slk: 790 ps
DIE AREA: 6400 um^2
width of the die: 80 um
GP Congestion: 0.824
HP Class: flop to flop
final worst setup slack: 110 ps
number of port buffers: 5
Hold Violations, Final: 0
yosys warns: 1
H-tree depth: 1
Latency at later pin: 240 ps
Pre-Repair DR Iteration Count: 2
Initial Util: 6.26%
Peak VDD IR: 0.000148 V
pre-CTS setup slack: 159 ps
Post-Syn Area per Cell: 8.91 um^2
Area Growth Syn to Fin: 62.6%
worst r2r src: currentState[3]
core area: 3420 um^2
vias post-DR: 192
leak pwr: 0.107 nW
Unique masters post-synth: 14
WHS Path Cells: 2
Post-DRT Antenna Nets: 0
Vias/cell: 2.43
DRT Wirelength: 485 um
initial drt markers: 22
Post-synth seq share: 46.8%
number of cells in Yosys stat: 24
R2R cell count: 3
worst path arrival time: 1170 ps
Post-Place Cells: 75
initial antenna violation count: 0
OpenROAD warning count: 25
total track usage: 1.53%
number of inserted diodes: 0
CP Capture Type: primary output
TNS Setup: 0 ps
Top cells excl fill/tap: 3 x nor2b_1, 3 x a21oi_1, 3 x clkbuf_4, 3 x dfxtp_1, 3 x clkdlybuf4s50_1
clock tree sinks: 5
pin count of the biggest net entering global routing: 8
share of cells above drive strength 1: 21.2%
Rel. slew slack: 83.8%
Crit Path Category: flop to primary output
clk buf depth: 2
CP Launch Type: flop
R2R Path End: currentState[1]
Largest register FFs: 5
grt total ovfl: 0
Root Buffer: clkbuf_4
DRC: 0
CP required: 1280 ps
worst max path at each step:
stage,start,endpoint,slack (ps)
finish,currentState[0],out[0],110
global route,currentState[0],out[0],60
CTS,currentState[0],out[0],90
critical path, stage by stage, from the launching register on:
cell and delay (ps):
dfxtp_2 330, or3_1 360, dlygate4sd2_1 250
power breakdown:
| group | switching, mW | leakage, nW | internal [mW] |
|---|---|---|---|
| clock network | 0.0496 | 0.0150 | 0.0942 |
| logic | 0.0138 | 0.0503 | 0.0214 |
| registers | 0.00473 | 0.0413 | 0.131 |
cell type report:
cell class / count / area [um^2] / area share, %
multi-input cells: 19 / 114 / 32.7
well taps: 46 / 57.6 / 16.5
repair buffers: 5 / 47.5 / 13.7
clock buffers: 4 / 26.3 / 7.55
flip-flops and latches: 5 / 103 / 29.5
synth_stat cells:
library cell  number  area, um^2
or3_1              1        6.26
nand2_1            1        3.75
dfxtp_1            5         100
nor2b_1            3        18.8
a21oi_1            3        15.0
nor3b_1            1        7.51
or2_2              1        6.26
nor2_1             2        7.51
a21oi_2            1        8.76
a211oi_1           1        7.51
nand2b_1           1        6.26
nand3b_1           1        7.51
xnor2_1            1        8.76
o21ai_1            2        10.0
kinds of logic (layout without fill, tap and decap cells):
| logic type | count (synthesis) | in the layout | share of synthesized area (%) |
|---|---|---|---|
| AND-OR/OR-AND | 7 | 7 | 19.3 |
| XOR/XNOR | 1 | 1 | 4.09 |
| buffers and inverters | 0 | 9 | 0 |
| flip-flops | 5 | 5 | 46.8 |
| AND/OR/NAND/NOR | 11 | 11 | 29.8 |
routing by layer:
metal  wire length (um)  vias to the layer above  global-route usage, %  share of wire [%]
met2                235                        3                   2.49                 48
met1                221                       85                   1.73                 46
met5                  0                        -                      0                  0
li1                   -                      102                      -                  -
met3                  8                        2                  0.455                1.6
met4                 19                        0                  0.880                3.9
what timing repair did:
item	CTS	global route
buffers inserted	0	0
gates resized	4	0
setup endpoints to repair	2	0
No activity file was given, so power comes from the tool's default toggle rates.
